==> ./design.v <==
module immN_ext(
	input 			imm11,  
	input [15:0] 	in,
	output [15:0] 	out
);
	logic [15:0] imm_8_ext;
	logic [15:0] imm_11_ext;
	sign_ext imm8_(
		.in(in[15:8]),
		.out(imm_8_ext)
	);
	sign_ext #(11) imm11_ (
		.in(in[15:5]),
		.out(imm_11_ext)
	);
	assign out = imm11 ? imm_11_ext : imm_8_ext;
endmodule
module sign_ext #(parameter IN_SIZE = 8, parameter OUT_SIZE = 16)
(
	input [IN_SIZE-1:0] in,
	output [OUT_SIZE-1:0] out
);
	assign out[IN_SIZE-1:0] = in;
	assign out[OUT_SIZE-1:IN_SIZE] = {32{in[IN_SIZE-1]}};
endmodule
==> ./run.sh <==
#!/bin/bash
# OpenROAD 26Q1-2900-gdf79404cd8, Yosys 0.63+post, stock flow scripts
make -C /OpenROAD-flow-scripts/flow DESIGN_CONFIG=/design/flow/config.mk WORK_HOME=/design/flow/orfs finish
==> ./config.mk <==
export PLATFORM = sky130hd
export DESIGN_NAME = immN_ext
export DESIGN_NICKNAME = immN_ext
export VERILOG_FILES = /design/flow/design.v
export SDC_FILE = /design/flow/constraint.sdc
export NUM_CORES = 4
export LEC_CHECK = 1
export CORE_AREA = 10 10 70 70
export DIE_AREA = 0 0 80 80
==> ./constraint.sdc <==
current_design immN_ext

set clk_period 1.0
set clk_io_pct 0.2

create_clock -name clk0 -period $clk_period

set non_clock_inputs [all_inputs -no_clocks]
set_input_delay [expr $clk_period * $clk_io_pct] -clock clk0 $non_clock_inputs
set_output_delay [expr $clk_period * $clk_io_pct] -clock clk0 [all_outputs]
==> metrics.csv <==
stage,metric,value,unit
routing,post-route ant nets,0,
yosys,yosys synthesis chip area,206,sq um
routing,Antenna diodes,0,
floorplanning,Die W,80,um
routing,via count,227,
floorplanning,Die Span Y,80,um
floorplanning,cell row count,21,
final_timing,fin crit period,1.04,ns
final_timing,final period utilization,1.04,
min_path,worst min path class,input port to primary output,
global_route,GR Overflow Total,0,
routing,first drt pass iteration count,2,
setup_path,WP data required,0.80,ns
pwr,Power Dens Cells,375,nW/um^2
layout,CLK BUF,0,
floorplanning,io pins,33,
pwr,Leak,0.270,nW
placed_design,IO buf count,28,
yosys,Synthesis Warnings,0,
layout,Logic cell area,150,sq um
global_route,initial antenna violation count,0,
global_route,largest net degree at the start of global routing,6,
final_timing,max_slew headroom,0.940,
yosys,Syn Inst Count,17,
routing,total routed wirelength,949,um
floorplanning,total die size,6400,sq um
layout,post-route cell area,537,sq um
setup_path,Critical path buffers and inverters,3,
layout,Fill cells,396,
yosys,Syn Area/Cell,12.1,sq um
yosys,Yosys Instances,17,
global_route,Total Routing Usage GR,0.0277,
flow_run,Log Warnings,39,
placed_design,DP Area,523,sq um
layout,Register Area,0,sq um
layout,layout cell share with drive strength beyond 1,0.636,
setup_path,critical path cell sequence,buf_8 > buf_16 > mux2_4 > buf_6,
floorplanning,fp util,0.0604,
outcome,status,finished with violations,
global_route,vias in the first global route,277,
layout,most numerous logic cell after layout,dlygate4sd2_1,
final_timing,Tightest Pin Transition,0.0905,ns
clock_network,# hold bufs at CTS,0,
placed_design,DP Cell Count,87,
pwr,total power,0.201,mW
setup_path,critical path's slowest cell,mux2_4,
pwr,Max VDD drop,0.0000748,V
setup_path,CP startpoint kind,input port,
final_timing,max-slew violations,0,
final_timing,Final Worst Setup Slack,-0.0431,ns
yosys,cell area after synthesis,206,sq um
setup_path,CP endpoint kind,primary output,
placed_design,gpl congestion,0.655,
global_route,global-route wire length before repair,1.42,mm
routing,DR iter-0 viols,7,
outcome,violated checks,setup timing,
layout,synthesis-to-finish area growth,160,%
layout,Finished Layout Cells,90,
final_timing,RSZ-0062 raised after global routing,true,
layout,most numerous logic cells after layout,"dlygate4sd2_1, mux2_4, buf_6",
setup_path,crit-path max cell delay,0.30,ns
final_timing,Final Setup Violations,10,
floorplanning,core area,3420,sq um
final_timing,Fmax achieved,959,MHz
setup_path,crit-path max FO,5,
routing,vias per cell,2.52,
setup_path,crit path DAT,0.84,ns
yosys,distinct lib cells,3,
flow_run,number of max-cap violations,0,
setup_path,Setup CP Type,input port to primary output,
layout,flop count,0,
routing,drt drc,0,
setup_path,Top delay family on crit path,buffers and inverters,
final_timing,Final Hold Viols,0,
yosys,register share after synthesis,0,
routing,DR WL/cell,10.5,um
layout make-up:
type,count,share of cell area
Tap cell,46,0.107
Timing Repair Buffer,34,0.613
Multi-Input combinational cell,10,0.280
per-layer routing:
layer  vias to the layer above  wire (um)  GRT usage
met5                         -          0          0
met4                         0          0          0
met3                         0         73    0.00795
met2                         9        600     0.0618
met1                       109        276     0.0237
li1                        109          -          -
power by group:
group / total [mW] / switching, mW / leakage [nW] / internal, mW
clock network: 0 / 0 / 0 / 0
logic: 0.201 / 0.0490 / 0.270 / 0.152
registers: 0 / 0 / 0 / 0
total: 0.201 / 0.0490 / 0.270 / 0.152
synthesized netlist by cell type:
master	n	area, sq um
buf_4	6	45.0
mux2_4	10	150
buf_6	1	11.3
tightest hold or removal path, delay by kind of cell:
family,cells,cell delay (ns)
muxes,1,0.13
buffers and inverters,3,0.24
path summary, 6_finish.rpt:
kind,cells past startpoint,endpoint,from
max,4,out[6],imm11
min,4,out[8],in[15]
per-stage QoR:
step | worst slack (ns) | TNS, ns | utilization | hold slack [ns]
after floorplan | 0.172 | 0 | - | 0.466
after global placement | -0.796 | -10.94 | 0.153 | 1.41
after detailed placement | -0.800 | -10.94 | 0.153 | 1.40
after CTS | -0.0902 | -0.735 | 0.156 | 0.776
after global routing | -0.0639 | -0.501 | 0.157 | 0.784
final | -0.0431 | -0.363 | 0.157 | 0.769
cells by family (layout without fill, tap and decap cells):
kind of cell,Yosys count,count (layout),synth area share
multiplexers,10,10,0.727
buffers and inverters,7,34,0.273
timing repair:
item	CTS	global route
pin swaps	0	0
setup endpoints to repair	16	13
cloned	1	0
resized	64	4
endpoints found under the hold margin	0	0
setup buffers	3	0
Power is estimated from default activity; no workload was simulated.
