--- /design/flow/design.v ---
module alu_16 (
    input [15:0] data_in_a,
    input [15:0] data_in_b,
    input sub,
    output logic [15:0] alu_out,
    output logic zero,
    output logic neg
);
always_comb begin
    if (sub)
        alu_out = data_in_a - data_in_b;
    else
        alu_out = data_in_a + data_in_b;
    zero = (alu_out == 0);
    neg = alu_out[15];
end
endmodule
--- /design/flow/run.sh ---
#!/bin/bash
# OpenROAD 26Q1-2900-gdf79404cd8, Yosys 0.63+post, stock flow scripts
make -C /OpenROAD-flow-scripts/flow DESIGN_CONFIG=/design/flow/config.mk WORK_HOME=/design/flow/orfs finish
--- /design/flow/config.mk ---
export PLATFORM = sky130hd
export DESIGN_NAME = alu_16
export DESIGN_NICKNAME = alu_16
export VERILOG_FILES = /design/flow/design.v
export SDC_FILE = /design/flow/constraint.sdc
export NUM_CORES = 4
export LEC_CHECK = 1
export CORE_AREA = 10 10 96 96
export DIE_AREA = 0 0 106 106
--- /design/flow/constraint.sdc ---
current_design alu_16

set clk_period 20.0
set clk_io_pct 0.2

create_clock -name clk0 -period $clk_period

set non_clock_inputs [all_inputs -no_clocks]
set_input_delay [expr $clk_period * $clk_io_pct] -clock clk0 $non_clock_inputs
set_output_delay [expr $clk_period * $clk_io_pct] -clock clk0 [all_outputs]
==> Table 3: Implementation characteristics <==
Physical implementation characteristics

Parameter                              Value

Global routing
  Via count of the first global-routing pass .................. 1193
  First-pass GRT wire length .................. between 5000 and 6000 um
  Antenna violations before repair .................. 0
  Remaining Overflow, GRT .................. 0
  Global-route usage over all layers .................. 0.0607
  Largest net degree at the start of global routing .................. 16

Critical path
  Critical path's largest stage delay .................. between 0.5 and 0.6 ns
  Required time at the endpoint of the critical path .................. 16.00 ns
  Kind of critical path .................. in2out
  Highest-delay cell along the critical path .................. sky130_fd_sc_hd__or4_1
  Crit path max fanout .................. 6
  Critical-path cell list .................. clkdlybuf4s50_1 -> or3_1 -> nor3b_1 -> a21oi_1 -> xnor2_1 -> ha_1 -> and3_1 -> a221o_1 -> a21oi_1 -> o21ai_0 -> xor2_1 -> or4_1 -> nor4b_2 -> clkdlybuf4s50_1
  Number of buffers and inverters on the critical path .................. 2
  Top cell family by delay on the critical path .................. simple AND/OR/NAND/NOR gates
  Endpoint arrival time on the critical path .................. 8.42 ns
  Worst Setup End Kind .................. output pin
  Critical Path Stages .................. 14
  Kind of launch point of the worst setup path .................. primary input

Synthesis
  Cell area after synthesis .................. 1050 um^2
  Area leader share .................. 0.191
  Top cells by area, synth .................. sky130_fd_sc_hd__ha_1 (19%), sky130_fd_sc_hd__xnor2_1 (18%), sky130_fd_sc_hd__nor2_1 (9.0%)
  Sequential fraction of the synthesis area .................. 0
  Synthesis warning total .................. 1
  Cell type contributing the most total cell area after synthesis .................. sky130_fd_sc_hd__ha_1
  Mean instance size in the synthesized netlist .................. 7.03 um^2
  Area reported by Yosys stat .................. 1050 um^2
  Count of different cell masters after synthesis .................. 37
  Yosys cell count .................. 149
  Cell count after synthesis .................. roughly 150

Layout
  Most common logic cells in the final layout .................. sky130_fd_sc_hd__clkdlybuf4s50_1 (51), sky130_fd_sc_hd__nor2_1 (25), sky130_fd_sc_hd__xnor2_1 (21)
  Most common logic cell in the routed design .................. sky130_fd_sc_hd__clkdlybuf4s50_1
  Clock buf count .................. 0
  Layout cell share with drive strength beyond 1 .................. 0.0203
  Layout sequential cell count .................. 0
  Number of fillers in the final layout .................. 816
  Non-filler instance count after layout .................. approximately 300
  Area overhead of the layout relative to synthesis .................. 59.1%
  Design area .................. around 1700 um^2
  Utilization of the core after routing .................. 0.231
  Register area .................. 0 um^2

Power and ir drop
  Maximum vdd drop .................. roughly 0.0066 mV
  Standby leakage power .................. 0.624 nW
  Total power .................. a little over 0.00007 W
  Total power density per cell area .................. 43.0 nW/um^2

Final timing
  Least-Margin Pin Slew .................. 0.631 ns
  Final Hold Violation Tally .................. 0
  Setup repair after global routing missed its margin .................. false
  Max Slew Vio Count .................. 0
  Timing-limited maximum frequency .................. about 80 MHz
  Time the final worst path needs with I/O delays and setup .................. 12.42 ns
  Setup total negative slack .................. 0 ns
  Final worst-path cycle share .................. 0.621
  Worst relative slew slack .................. 0.579
  Total of endpoints with negative setup slack in the final report .................. 0

Clock network
  Post-cts resize count .................. 0
  Number of hold buffers added after CTS .................. 0
  Post-CTS Setup Bufs .................. 0

Route
  Via count normalized by instance count .................. 3.99
  Routed Antenna Nets .................. 0
  Routed vias .................. 1182
  Routed length per instance .................. approximately 12 um
  First-pass iteration count of the detailed router .................. 4
  Ant. Diodes .................. 0
  DRC errors left .................. 0
  Final WL .................. 3560 um
  Number of design-rule violations left by the first detailed-router iteration .................. 26

Run
  Number of OpenROAD warnings .................. 32
  Total of max-cap violations .................. 0

Floorplanning
  Initial cell density of the core .................. 0.145
  Vertical extent of the die .................. 106 um
  Die width .................. 106 um
  Count of pins on the block boundary .................. just over 50
  Core region area .................. 7210 um^2
  Std cell rows .................. 31
  Total die size .................. 11200 um^2

Worst hold path
  Hold crit path type .................. in2out
  Count of cells along the worst hold path .................. 5

Place
  Cell area after placement .................. 1670 um^2
  Number of placed instances, taps included .................. 296
  Final weighted congestion in routability-driven placement .................. 0.839
  Port bufs .................. approximately 51
  Detailed placer's ending HPWL .................. between 3000 and 4000 um

Run status
  Status .................. complete, no violations
## through the flow
step,hold slack (ns),worst slack (ns)
after floorplan,8.12,8.99
after global placement,9.02,7.57
after global routing,9.09,7.31
final,9.02,7.58
after detailed placement,9.03,7.53
after CTS,9.04,7.52
## worst paths after layout
kind  slack (ns)         end         start
min         9.02  alu_out[0]  data_in_a[0]
max         7.58        zero  data_in_b[3]
## cell usage after synthesis (3+ instances only)
master and n:
sky130_fd_sc_hd__inv_1 8, sky130_fd_sc_hd__nor3_1 6, sky130_fd_sc_hd__a21oi_1 14, sky130_fd_sc_hd__xor2_1 6
sky130_fd_sc_hd__nor2_1 25, sky130_fd_sc_hd__xnor2_1 21, sky130_fd_sc_hd__o21a_1 4, sky130_fd_sc_hd__or4_1 3
sky130_fd_sc_hd__nand2_1 4, sky130_fd_sc_hd__ha_1 16, sky130_fd_sc_hd__or3_1 3, sky130_fd_sc_hd__a31oi_1 4
sky130_fd_sc_hd__nand3_1 3, sky130_fd_sc_hd__o21ai_0 3, sky130_fd_sc_hd__nand2b_1 3
## routing by layer
metal | track usage | vias to the layer above | wire, um
li1 | - | 644 | -
met1 | 0.0654 | 528 | 1330
met2 | 0.125 | 10 | 2090
met3 | 0.0110 | 0 | 138
met4 | 0 | 0 | 0
met5 | 0 | - | 0
## cell families after synthesis
logic type / Yosys count / synth area share
compound gates: 39 / 0.250
xor+xnor: 27 / 0.226
fa+ha+maj: 17 / 0.210
simple gates: 54 / 0.262
buf+inv: 11 / 0.0430
mux: 1 / 0.00956
## worst min-delay path, delay by kind of cell
family	cells	cell delay (ns)
adders and majority gates	1	0.12
buffers and inverters	4	0.90
## final cells by class
| class | count | area, um^2 | area share |
|---|---|---|---|
| multi-input cells | 138 | 1000 | 0.601 |
| repair buffers | 51 | 510 | 0.306 |
| well taps | 99 | 124 | 0.0743 |
| inverters | 8 | 30.0 | 0.0180 |
## power by group
group | internal, W | leakage [nW] | switching, W | total (W)
combinational | 0.0000422 | 0.624 | 0.0000294 | 0.0000716
clock | 0 | 0 | 0 | 0
sequential | 0 | 0 | 0 | 0
Power is estimated from default activity; no workload was simulated.
