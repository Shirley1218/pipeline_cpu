### ./run.sh
#!/bin/bash
# OpenROAD 26Q1-2900-gdf79404cd8, Yosys 0.63+post, stock flow scripts
make -C /OpenROAD-flow-scripts/flow DESIGN_CONFIG=/design/flow/config.mk WORK_HOME=/design/flow/orfs finish
### ./config.mk
export PLATFORM = sky130hd
export DESIGN_NAME = six_one_mux
export DESIGN_NICKNAME = six_one_mux
export VERILOG_FILES = /design/flow/design.v
export SDC_FILE = /design/flow/constraint.sdc
export NUM_CORES = 4
export LEC_CHECK = 1
export CORE_AREA = 10 10 70 70
export DIE_AREA = 0 0 80 80
### ./constraint.sdc
current_design six_one_mux

set clk_period 3.2
set clk_io_pct 0.2

create_clock -name clk0 -period $clk_period

set non_clock_inputs [all_inputs -no_clocks]
set_input_delay [expr $clk_period * $clk_io_pct] -clock clk0 $non_clock_inputs
set_output_delay [expr $clk_period * $clk_io_pct] -clock clk0 [all_outputs]
### ./design.v
module two_one_mux
#( parameter DATA_WIDTH = 16 )
(
	input [DATA_WIDTH-1:0] data_in1,
	input [DATA_WIDTH-1:0] data_in2,
	input		  sel,
	output logic [DATA_WIDTH-1:0] mux_out 
);
	assign mux_out = (sel) ? data_in1 : data_in2;
endmodule
module four_one_mux
#( parameter DATA_WIDTH = 16 )
(
	input [DATA_WIDTH-1:0] data_in1,
	input [DATA_WIDTH-1:0] data_in2,
	input [DATA_WIDTH-1:0] data_in3,
	input [DATA_WIDTH-1:0] data_in4,
	input	[1:0]	  sel,
	output logic [DATA_WIDTH-1:0] mux_out 
);
	always_comb begin
		case (sel) 
			2'b00 : mux_out = data_in1;
			2'b01 : mux_out = data_in2;
			2'b10 : mux_out = data_in3;
			2'b11 : mux_out = data_in4;
		endcase 
	end 
endmodule
module six_one_mux
#( parameter DATA_WIDTH = 16 )
(
	input [DATA_WIDTH-1:0] data_in1,
	input [DATA_WIDTH-1:0] data_in2,
	input [DATA_WIDTH-1:0] data_in3,
	input [DATA_WIDTH-1:0] data_in4,
	input [DATA_WIDTH-1:0] data_in5,
	input [DATA_WIDTH-1:0] data_in6,
	input	[2:0]	  sel,
	output logic [DATA_WIDTH-1:0] mux_out 
);
	always_comb begin
		case (sel) 
			3'b000 : mux_out = data_in1;
			3'b001 : mux_out = data_in2;
			3'b010 : mux_out = data_in3;
			3'b011 : mux_out = data_in4;
			3'b100 : mux_out = data_in5;
			3'b101 : mux_out = data_in6;
			default: mux_out = 16'd0;
		endcase 
	end 
endmodule
==> run summary <==
Quick summary of the implementation run below.

The flow ran to the end, and the final reports show no timing, DRC or antenna violations. The total grt overflow came out at 0. A synthesized cell averages 8.22 sq um. The number of instances on the worst hold path came out at 3. The placed wire-length estimate after detailed placement came out at 4.03 mm.

OpenROAD reports that the post-layout worst path occupies 96.8% of the period. The post-synthesis share of cell area spent on and-or and or-and gates came out at 30.6%. The max-cap check violation count came out at 0. The maximum single-stage delay on the critical path came out at 0.52 ns. The top achievable clock speed came out at 323 MHz. By area the synthesized netlist is led by sky130_fd_sc_hd__mux2i_1 31%, sky130_fd_sc_hd__o221ai_1 10%, sky130_fd_sc_hd__o21a_1 9.0%. By instance count, the cell type seen most on the critical path is sky130_fd_sc_hd__clkdlybuf4s50_1. The global-route wire length before repair is 7.16 mm. Max-slew check failures listed in the final report amount to 0. Setup repair after global routing left no endpoint under its margin. The number of rows in the core area is 21. The iteration-0 DRC count of the detailed router is 42. The share of the core filled with cells in the final layout came out at 59.8%. The post-synth design cell area is 838 sq um.

The worst hold path endpoint is mux_out[4]. The script logs the mean routed wire length per placed instance as 17.7 um. Yosys reports that the most numerous cell types are 26 x sky130_fd_sc_hd__mux2i_1, 10 x sky130_fd_sc_hd__nand2_1, 10 x sky130_fd_sc_hd__o21a_1, 10 x sky130_fd_sc_hd__o221ai_1, 9 x sky130_fd_sc_hd__nand3_1. The stage logs contain a warning count of 33. For this run, the chip area from Yosys synthesis comes to 838 sq um. The worst supply voltage drop on vdd is 0.0765 mV. For reference, the critical path cell chain is clkdlybuf4s50_1 > buf_12 > mux2_2 > a221o_1 > clkdlybuf4s50_1. STA puts the critical path data required time at 2.56 ns. Counting I/O delays and the setup requirement, the final critical path takes 3.10 ns. STA puts the critical path data arrival time at 2.46 ns. The area of the core is 3420 sq um. The final estimated routing congestion in global placement came out at 0.874. The fraction of synthesized area in multiplexers is 42.2%. The floorplan die height came out at 80 um.

The filler cells instantiated in the layout total 314. The wire length after detailed routing is 4.61 mm. The count of boundary I/O pins came out at 115.

The setup TNS came out at 0 ns. The number of cells produced by synthesis came out at 102. The final number of setup-violating endpoints came out at 0. The post-detailed-route DRC marker count is 0. The post-detailed-route via-to-cell ratio came out at 4.84. The overall routing resource usage is 13.8%. The worst setup path is captured at an output pin. Per STA, the worst path accumulates the most delay in the family buffers and inverters. Among all stages on the critical path, the largest delay is contributed by sky130_fd_sc_hd__clkdlybuf4s50_1. The count of vias placed by the detailed router came out at 1258. The number of global-route vias before repair came out at 1376. The overall die size recorded for this design is 6400 sq um. In this run the remaining antenna-violating nets after routing total 0. The synthesis warning total is 1. Counting both buffers and inverters, the worst setup path holds a total of 3. The width of the die came out at 80 um. sky130_fd_sc_hd__mux2i_1 takes more of the synthesized area than any other cell. The count of port buffers added during placement is 115. The fraction of synthesized cell area in xor and xnor cells came out at 0%. In this run the most critical hold path is launched from sel[0].

The adder-cell share of the synthesized area came out at 0%. Grouping non-sequential cells by family puts the most area in multiplexers. The synthesized netlist was found by Yosys to have 102 cells. In the routed netlist, the antenna diode instances number 0. The ratio of total power to cell area came out at 130 nW/um^2. The share of the core filled by cells before placement came out at 24.5%. The initial antenna violation count is 0.

Looking at the max-slew report, the worst-margin pin has a slew of 0.324 ns. The share of the synthesized area in the top cell type is 31.0%. The sequential cell count is 0.

Entering global routing, the biggest net connects 30 pins. For reference, the critical path is launched at sel[1]. The largest fanout on the critical path is 29. The worst setup path is launched from an input pin. The area taken by flip-flops and latches is 0 sq um. The number of library cell types mapped by synthesis came out at 24. The area overhead of the layout relative to synthesis came out at 144%. The report lists the number of cells resized after CTS as 0. The sequential element share of the synthesized area is 0%. In the post-synthesis netlist, the cell with the most instances is sky130_fd_sc_hd__mux2i_1. In the finished layout, the clock tree contains a buffer count of 0. The layout cell share with drive strength beyond 1 is 7.94%.

The total leakage power came out at 0.803 nW. The fraction of the mapped netlist area in simple logic gates is 15.8%. The number of search-and-repair iterations in the first detailed-routing pass came out at 4.

For reference, the most critical setup path is categorized as in -> out. The relative slew slack came out at 78.4%. The final-report hold violation count is 0. The min-delay analysis places its worst path in the category in -> out.
[how the worst max path moves through the flow]
stage / slack, ns / depth (start not counted) / to
6_report: 0.10 / 5 / mux_out[12]
4_1_cts: 0.06 / 6 / mux_out[1]
5_1_grt: 0.006 / 7 / mux_out[4]
[cell type report]
class	instances	area, sq um	area share, %
well taps	46	57.6	2.82
multi-input cells	88	743	36.4
inverters	3	11.3	0.551
repair buffers	123	1230	60.3
[routing by layer]
layer	vias to the layer above	wire length, um	track usage [%]
li1	631	-	-
met1	538	2250	19.6
met2	89	1810	20.5
met3	0	554	5.23
met4	0	0	0
met5	-	0	0
[power by group]
part	total, mW	switching [mW]	internal, mW
sequential	0	0	0
clock	0	0	0
combinational	0.266	0.0721	0.194
[cell usage in the layout (no fill, tap or decap)]
master / netlist / layout
sky130_fd_sc_hd__o22ai_1: 3 / 3
sky130_fd_sc_hd__mux2i_1: 26 / 26
sky130_fd_sc_hd__buf_4: 1 / 6
sky130_fd_sc_hd__nor3b_4: 1 / 1
sky130_fd_sc_hd__mux2_2: 3 / 3
sky130_fd_sc_hd__nand2b_1: 1 / 1
sky130_fd_sc_hd__a221o_1: 4 / 4
sky130_fd_sc_hd__clkdlybuf4s50_1: 0 / 114
sky130_fd_sc_hd__nand3_1: 9 / 9
sky130_fd_sc_hd__nor2b_1: 1 / 1
sky130_fd_sc_hd__buf_2: 4 / 1
sky130_fd_sc_hd__o2bb2ai_1: 4 / 4
sky130_fd_sc_hd__nand2_1: 10 / 10
sky130_fd_sc_hd__nor2_1: 1 / 1
sky130_fd_sc_hd__o221ai_1: 10 / 10
sky130_fd_sc_hd__o21a_1: 10 / 10
sky130_fd_sc_hd__buf_12: 0 / 2
sky130_fd_sc_hd__mux4_2: 2 / 2
sky130_fd_sc_hd__mux2_4: 1 / 1
sky130_fd_sc_hd__inv_1: 3 / 3
sky130_fd_sc_hd__or2_2: 1 / 1
sky130_fd_sc_hd__and3b_1: 1 / 1
[cells by family (layout without fill, tap and decap cells)]
logic type	Yosys count	after routing
buffers and inverters	14	126
AOI/OAI and AO/OA	31	31
and+or+nand+nor	25	25
muxes	32	32
[through the flow]
step	power [mW]	hold WS, ns	area, sq um	cells	setup slack, ns
after floorplan	0.0885	1.34	838	102	1.11
after global placement	0.265	2.14	2030	258	0.0793
after detailed placement	0.267	2.14	2030	258	0.0750
after CTS	0.268	2.14	2030	258	0.0648
after global routing	0.290	2.19	2040	260	0.00578
final	0.266	2.13	2040	260	0.103
[what timing repair did]
item,in CTS,in global routing
setup endpoints to repair,0,9
buffers inserted,0,2
hold buffers,0,0
Power is estimated from default activity; no workload was simulated.
